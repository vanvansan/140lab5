`/design/flow/config.mk`:
```
export PLATFORM = sky130hd
export DESIGN_NAME = top_level_5b
export DESIGN_NICKNAME = top_level_5b
export VERILOG_FILES = /design/flow/design.v
export SDC_FILE = /design/flow/constraint.sdc
export NUM_CORES = 4
export LEC_CHECK = 1
export CORE_AREA = 10 10 78 78
export DIE_AREA = 0 0 88 88
```
`/design/flow/constraint.sdc`:
```
current_design top_level_5b

set clk_period 2.3
set clk_io_pct 0.2

create_clock -name clk0 -period $clk_period [get_ports {clk}]

set non_clock_inputs [all_inputs -no_clocks]
set_input_delay [expr $clk_period * $clk_io_pct] -clock clk0 $non_clock_inputs
set_output_delay [expr $clk_period * $clk_io_pct] -clock clk0 [all_outputs]
```
`/design/flow/design.v`:
```
module dat_mem #(parameter W=8,                
                           byte_count=256)(	   
  input           clk,
                  write_en,	                
  input  [$clog2(byte_count)-1:0] raddr,    
                  waddr,	                
  input  [ W-1:0] data_in,				    
  output [ W-1:0] data_out				    
    );
logic [W-1:0] core[byte_count];	 
assign      data_out = core[raddr] ;	 
always_ff @ (posedge clk)
  if (write_en)
    core[waddr] <= data_in;
endmodule
module lfsr6b(
  input              clk,
                     en,		   
			         init,		   
  input       [5:0]  taps,		   
                     start,		   
  output logic[5:0]  state);	   
  logic[5:0] taptrn;			   
  always @(posedge clk)
	if(init) begin
	  state  <= start;			   
	  taptrn <= taps;			   
	end
	else if(en)					   
	  state  <= {state[4:0],^(state&taptrn)};
endmodule
module top_level_5b(
  input          clk, init, 
  output logic   done);
  logic          wr_en;
  logic    [7:0] raddr, 
                 waddr,
                 data_in;
  logic    [7:0] data_out;             
  logic[15:0] cycle_ct = 0;
  logic load_LFSR,
        LFSR_en;
  logic[5:0] LFSR_ptrn[6];            
  assign LFSR_ptrn[0] = 6'h21;
  assign LFSR_ptrn[1] = 6'h2D;
  assign LFSR_ptrn[2] = 6'h30;
  assign LFSR_ptrn[3] = 6'h33;
  assign LFSR_ptrn[4] = 6'h36;
  assign LFSR_ptrn[5] = 6'h39;
  logic[5:0] start;                   
  logic[5:0] LFSR_state[6];
  logic[5:0] match;					  
  logic[2:0] foundit;                 
  int i, cycle_to_start_write, wait_cycles_num;
  assign start     = data_out[5:0]^6'h1F;
  assign cycle_to_start_write = 8;
  assign data_in = data_out^LFSR_state[foundit]; 
  dat_mem dm1(.clk(clk),.write_en(wr_en),.raddr(raddr),.waddr(waddr),
       .data_in(data_in),.data_out(data_out));                    
  lfsr6b l0(.clk(clk) , 
         .en   (LFSR_en)  ,             
         .init (load_LFSR),	             
         .taps (6'h21)     ,     
         .start(start) ,	             
         .state(LFSR_state[0]));		    
  lfsr6b l1(.clk(clk), .en(LFSR_en), .init(load_LFSR), .taps(6'h2D), .start(start), .state(LFSR_state[1]));
  lfsr6b l2(.clk(clk), .en(LFSR_en), .init(load_LFSR), .taps(6'h30), .start(start), .state(LFSR_state[2]));
  lfsr6b l3(.clk(clk), .en(LFSR_en), .init(load_LFSR), .taps(6'h33), .start(start), .state(LFSR_state[3]));
  lfsr6b l4(.clk(clk), .en(LFSR_en), .init(load_LFSR), .taps(6'h36), .start(start), .state(LFSR_state[4]));
  lfsr6b l5(.clk(clk), .en(LFSR_en), .init(load_LFSR), .taps(6'h39), .start(start), .state(LFSR_state[5]));
  always_comb case(match)
    6'b10_0000: foundit = 'd5;	     
    6'b01_0000: foundit = 'd4;
    6'b00_1000: foundit = 'd3;
    6'b00_0100: foundit = 'd2;
    6'b00_0010: foundit = 'd1;
	default: foundit = 0;            
  endcase
  always @(posedge clk) begin  :clock_loop
    if(init) begin
      cycle_ct <= 'b0;
	  match    <= 'b0;
    wait_cycles_num <= 'd0;
	end
    else begin
      cycle_ct <= cycle_ct + 1;
      if(cycle_ct== 8) begin			 
        for(i=0; i<6; i++) begin
          match[i] <= ((data_out[5:0]^6'h1F) == LFSR_state[i]);				 
        end
      end
      if (cycle_ct > 8 && cycle_ct < 14) begin
        if (data_in == 8'h5F) begin
          wait_cycles_num ++;
        end
      end
    end
  end  
  always_comb begin 
    done      = 'b0;
    load_LFSR = 'b0; 
    LFSR_en   = 'b0;   
	  wr_en     = 'b0;
    raddr     = 'd0;
    waddr     = 'd0;
  case(cycle_ct)
	0: begin 
       raddr     = 'd64;    
		   waddr     = 'd0;    
	     end		        
	1: begin 
       load_LFSR = 'b1;	   
       raddr     = 'd64;
	     end		        
	2  : begin				   
       LFSR_en   = 'b1;	    
       raddr     = 'd64;
         end
	3  : begin			        
	     LFSR_en = 'b1;
		   raddr   = 'd65;			   
		 end
	72  : begin
        done = 'b1;		 
 		    raddr =	'd0;
 		    waddr = 'd0; 
	     end
	default: begin	          
	       LFSR_en = 'b1;
         raddr = cycle_ct + 62; 
         if(cycle_ct> cycle_to_start_write + wait_cycles_num) begin    
			      wr_en = 'b1;		  
			      waddr = cycle_ct - cycle_to_start_write - 1 - wait_cycles_num;
		     end
		     else begin
		       waddr = 'd0;
			     wr_en = 'b0;
		     end
	     end
  endcase
end
endmodule
```
`/design/flow/run.sh`:
```
#!/bin/bash
# OpenROAD 26Q1-2900-gdf79404cd8, Yosys 0.63+post, stock flow scripts
make -C /OpenROAD-flow-scripts/flow DESIGN_CONFIG=/design/flow/config.mk WORK_HOME=/design/flow/orfs finish
```
==> flow_metrics.env <==
# flow metrics
export IMPL_nFillCells=475
export IMPL_die_area_um2=7740
export IMPL_grt_max_degree=15
export IMPL_ys_cells=87
export IMPL_period_used_pct=92.9
export IMPL_hold_depth=1
export IMPL_openroad_warnings=26
export IMPL_clkSinkCount=16
export IMPL_r2r_start="cycle_ct[0]"
export IMPL_worstPathMaxFanout=4
export IMPL_grt_pass1_vias=595
export IMPL_drive_above_1_share_pct=16.1
export IMPL_ys_ff=16
export IMPL_start_kind="register"
export IMPL_cts_buffers=3
export IMPL_reg_top3="cycle_ct x16"
export IMPL_arrival_ps=1680
export IMPL_antenna_found_initial=0
export IMPL_min_to="cycle_ct[0]"
export IMPL_syn_inst=87
export IMPL_initCoreUtil_pct=18.1
export IMPL_cts_tree="built"
export IMPL_synthDistinctLibCells=26
export IMPL_grt_pass1_wl_um=2660
export IMPL_dp_slack_ps=402
export IMPL_crit_type="reg -> out"
export IMPL_num_antenna_cells=0
export IMPL_drv_cap=0
export IMPL_r2r_end="cycle_ct[14]"
export IMPL_hp_start="cycle_ct[0]"
export IMPL_std_cell_rows=24
export IMPL_rsz0062_at_grt="no"
export IMPL_finalWirelength_um=1550
export IMPL_regMostFlops="cycle_ct"
export IMPL_antenna_left=0
export IMPL_clockRootBuffer="clkbuf_8"
export IMPL_worst_slew_pin_transition_ps=449
export IMPL_synth_warnings=6
export IMPL_gp_congestion=0.749
export IMPL_wl_per_cell_um=10.7
export IMPL_hp_class="reg -> reg"
export IMPL_hpwl_um=1080
export IMPL_drtPass1Iterations=4
export IMPL_grtUsageTotal_pct=4.10
export IMPL_hold_violations=0
export IMPL_die_x_um=88
export IMPL_max_slew_margin_pct=69.9
export IMPL_seq_area_um2=320
export IMPL_vdd_drop_max_mv=0.250
export IMPL_finalWorstSetupSlack_ps=163
export IMPL_fin_tns_setup_ps=0
export IMPL_syn_area_um2=797
export IMPL_vias=649
export IMPL_core_area_um2=4410
export IMPL_max_freq_ghz=0.468
export IMPL_r2r_slack_ps=600
export IMPL_synthToLayoutAreaGrowth_pct=17.1
export IMPL_ctsHoldBuffers=0
export IMPL_die_h_um=88
export IMPL_cts_resized=0
export IMPL_cts_buffer_depth=2
export IMPL_drv_slew=0
export IMPL_synth_area_per_cell_um2=9.16
export IMPL_synth_seq_share_pct=40.2
export IMPL_yosys_area_um2=797
export IMPL_ios=3
export IMPL_status="completed"
export IMPL_viasPerCell=4.48
export IMPL_logic_area_um2=439
export IMPL_period_minus_slack_ps=2140
export IMPL_crit_required_ps=1840
export IMPL_power_leakage_nw=0.308
export IMPL_end_kind="output port"
export IMPL_portBuffers=2
export IMPL_largest_reg_flops=16
export IMPL_powerDensity_nw_per_um2=595
export IMPL_drc=0
export IMPL_finClkSkew_ps=0.839
export IMPL_setup_viol=0
export IMPL_grt_overflow_total=0
export IMPL_drt_iter0_drc=22
export IMPL_reg2regPathDepth=4
export IMPL_clock_latency_ps=250
export IMPL_clkSlewWorstSetupHoldPaths_ps=60
export IMPL_cts_max_level=1
export IMPL_post_cts_setup_buffer_count=0
kinds of logic after synthesis:
| logic type | Yosys count | share of synthesized area, % |
|---|---|---|
| multiplexers | 5 | 7.06 |
| AND-OR/OR-AND | 12 | 8.48 |
| adder cells (fa/ha/maj) | 2 | 3.14 |
| buffers and inverters | 7 | 5.49 |
| flip-flops | 16 | 40.2 |
| AND/OR/NAND/NOR | 42 | 32.3 |
| XOR/XNOR | 3 | 3.30 |
cell usage after synthesis:
cell,instances,area share (%)
or3_2,1,0.94
nor4bb_1,1,1.3
mux2_2,5,7.1
clkbuf_8,1,1.7
nor4b_1,1,1.1
nor2_1,10,4.7
or4_1,3,2.8
buf_6,1,1.4
a21oi_1,6,3.8
nand4_1,3,2.4
nand3_1,3,1.9
inv_1,5,2.4
dfxtp_1,16,40
xor2_1,2,2.2
nor4_1,6,4.7
ha_1,2,3.1
nand3_2,1,1.3
o21ai_0,3,1.9
o31ai_1,3,2.8
xnor2_1,1,1.1
nand2_1,3,1.4
nor2b_1,5,3.9
nand4_4,1,2.7
nor3_1,1,0.63
or3_1,2,1.6
and4_1,1,1.1
layer usage:
metal	global-route usage, %	wire, µm	part of all wire (%)
met5	0	0	0
met4	0.870	29	1.9
met3	1.31	99	6.4
met2	6.55	695	45
met1	5.29	726	47
worst max-delay path by stage:
stage | depth (start not counted) | end | start
4_1_cts | 5 | done | cycle_ct[0]
6_report | 5 | done | cycle_ct[0]
5_1_grt | 5 | done | cycle_ct[0]
final cells by class:
cell class / instances / area share [%]
multi-input combinational: 64 / 47.1
sequential: 16 / 34.3
tap: 52 / 6.97
clock buffer: 4 / 5.90
timing repair buffer: 4 / 3.75
inverter: 5 / 2.01
where the power goes:
group | internal [mW] | leakage, nW | switching, mW
registers | 0.282 | 0.129 | 0.00544
clock network | 0.152 | 0.0288 | 0.0938
logic | 0.0108 | 0.150 | 0.0119
total | 0.444 | 0.308 | 0.111
cell usage in the layout (no fill, tap or decap), drive strengths merged, types with 4 or more instances in the layout:
master and instances:
clkbuf 4, inv 5, nor4 6, nand3 4, mux2 5, dfxtp 16, a21oi 6, nor2 10
nand4 4, nor2b 5
metrics by stage:
step / instances / power [mW] / hold slack (ps) / utilization (%) / cell area, µm²
finish: 145 / 0.555 / 467 / 21.1 / 933
floorplan: 87 / 0.311 / 440 / - / 797
global route: 145 / 0.579 / 494 / 21.1 / 933
detailed placement: 141 / 0.316 / 457 / 19.8 / 872
global placement: 141 / 0.315 / 461 / 19.8 / 872
CTS: 145 / 0.563 / 474 / 21.0 / 927
critical path, cell delays in order (launching register included):
cell and delay [ps]:
dfxtp_1 340, inv_1 60, ha_1 130, nor4bb_2 240, and4_1 200, clkdlybuf4s50_1 460
Power figures rest on the tool's default switching activity, not on a simulated workload.
